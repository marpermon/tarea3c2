==> design/flow/config.mk <==
export PLATFORM = sky130hd
export DESIGN_NAME = cajero
export DESIGN_NICKNAME = cajero
export VERILOG_FILES = /design/flow/design.v
export SDC_FILE = /design/flow/constraint.sdc
export NUM_CORES = 4
export LEC_CHECK = 1
export CORE_UTILIZATION = 40
==> design/flow/constraint.sdc <==
current_design cajero

set clk_period 9.6
set clk_io_pct 0.2

create_clock -name clk0 -period $clk_period [get_ports {Clk}]

set non_clock_inputs [all_inputs -no_clocks]
set_input_delay [expr $clk_period * $clk_io_pct] -clock clk0 $non_clock_inputs
set_output_delay [expr $clk_period * $clk_io_pct] -clock clk0 [all_outputs]
==> design/flow/design.v <==
module cajero(
	Clk, Reset, PIN, TARJETA_RECIBIDA, TIPO_TRANS, DIGITO, DIGITO_STB, 
  MONTO, MONTO_STB, BALANCE_ACTUALIZADO, ENTREGAR_DINERO, FONDOS_INSUFICIENTES,
  PIN_INCORRECTO, ADVERTENCIA, Bloqueo, TIPO_STB
);
input Clk, Reset, TARJETA_RECIBIDA, TIPO_TRANS, DIGITO_STB, MONTO_STB, TIPO_STB;
input [15:0] PIN;
input [3:0] DIGITO;
input [31:0] MONTO;
output reg BALANCE_ACTUALIZADO, ENTREGAR_DINERO, FONDOS_INSUFICIENTES, PIN_INCORRECTO, ADVERTENCIA, Bloqueo;
reg [3:0] state;
reg [3:0] nxt_state;
reg [1:0] incorrecto; 
reg [1:0] nxt_incorrecto;
reg [3:0] n_dig; 
reg [3:0] nxt_n_dig; 
reg [31:0] balance; 
reg [31:0] nxt_balance; 
reg [15:0] pinCOMPLETO; 
reg [15:0] nxt_pinCOMPLETO; 
parameter	IDLE =4'b0001;
parameter	RETIRO =4'b0010;
parameter	DEPOSITO=4'b0100;
parameter	BLOQUEADO=4'b1000;
always @(posedge Clk) begin
  if (Reset==0)begin
    state  <= IDLE;  
    incorrecto <= 0;  
    n_dig <= 0;  
    balance <= 0;  
    pinCOMPLETO <= 0; 
  end else begin
    state  <= nxt_state;   
    incorrecto <= nxt_incorrecto;  
    n_dig <= nxt_n_dig;  
    balance <= nxt_balance;  
    pinCOMPLETO <= nxt_pinCOMPLETO;  
  end
end
always @(*) begin
  nxt_state = state;  
  nxt_incorrecto = incorrecto;
  nxt_n_dig = n_dig;  
  nxt_balance = balance;  
  nxt_pinCOMPLETO = pinCOMPLETO;  
  BALANCE_ACTUALIZADO = 1'b0;
  ENTREGAR_DINERO = 1'b0;
  FONDOS_INSUFICIENTES = 1'b0;
  PIN_INCORRECTO = 1'b0;
  ADVERTENCIA = 1'b0;
  Bloqueo = 1'b0;
  case (state)
    IDLE: begin 
      BALANCE_ACTUALIZADO = 1'b0;
      ENTREGAR_DINERO = 1'b0;
      FONDOS_INSUFICIENTES = 1'b0;
      PIN_INCORRECTO = 1'b0;
      ADVERTENCIA = 1'b0;
      Bloqueo = 1'b0;
        if (TARJETA_RECIBIDA) begin
          if ((DIGITO_STB) && (n_dig<4)) begin  
              nxt_pinCOMPLETO = pinCOMPLETO+(DIGITO << (12-n_dig * 4)); 
              nxt_n_dig=n_dig+1;      
            end    
          else if ((pinCOMPLETO==PIN)&&(n_dig==4)) begin
            nxt_incorrecto = 2'b00;  
            if (TIPO_STB==1'b1) begin  
              nxt_n_dig=0;
              nxt_pinCOMPLETO=0;  
              if (TIPO_TRANS==1'b0) nxt_state = DEPOSITO;
              else nxt_state = RETIRO;
            end
            end 
          else if ((pinCOMPLETO!=PIN)&&(n_dig==4)) begin
            nxt_incorrecto = incorrecto+1;
            PIN_INCORRECTO = 1'b1;
            nxt_n_dig=0;
            nxt_pinCOMPLETO=0;
            end
          if (incorrecto==2) ADVERTENCIA = 1'b1; 
          if (incorrecto>=3) begin  
            nxt_state = BLOQUEADO;  
            Bloqueo=1'b1;  
            nxt_incorrecto=2'b0; 
            end   
          end
        end
    DEPOSITO:	begin
      BALANCE_ACTUALIZADO = 1'b0;
      ENTREGAR_DINERO = 1'b0;
      FONDOS_INSUFICIENTES = 1'b0;
      PIN_INCORRECTO = 1'b0;
      ADVERTENCIA = 1'b0;
      Bloqueo = 1'b0;
      nxt_incorrecto = 2'b00;  
      if (MONTO_STB)
        begin
          nxt_balance=balance+MONTO;
          BALANCE_ACTUALIZADO=1'b1;
          nxt_state=IDLE;
        end
    end
    RETIRO:	begin
      BALANCE_ACTUALIZADO = 1'b0;
      ENTREGAR_DINERO = 1'b0;
      FONDOS_INSUFICIENTES = 1'b0;
      PIN_INCORRECTO = 1'b0;
      ADVERTENCIA = 1'b0;
      Bloqueo = 1'b0;
      nxt_incorrecto = 2'b00;  
      if (MONTO_STB)begin
        if (MONTO<=balance)begin
          nxt_balance=balance-MONTO; 
          BALANCE_ACTUALIZADO=1'b1;
          ENTREGAR_DINERO=1'b1;
          nxt_state=IDLE;
        end else begin
          FONDOS_INSUFICIENTES=1'b1;
          nxt_state=IDLE;
        end
      end
    end
    BLOQUEADO: begin
      BALANCE_ACTUALIZADO = 1'b0;
      ENTREGAR_DINERO = 1'b0;
      FONDOS_INSUFICIENTES = 1'b0;
      PIN_INCORRECTO = 1'b0;
      ADVERTENCIA = 1'b0;
      Bloqueo = 1'b1;
      nxt_incorrecto = 2'b00;
    end
    default nxt_state = state;
  endcase  
end
endmodule
==> design/flow/run.sh <==
#!/bin/bash
# OpenROAD 26Q1-2900-gdf79404cd8, Yosys 0.63+post, stock flow scripts
make -C /OpenROAD-flow-scripts/flow DESIGN_CONFIG=/design/flow/config.mk WORK_HOME=/design/flow/orfs finish
==> impl.org <==
#+TITLE: Implementation results

** Final timing
- Portion of the clock cycle consumed by the worst path in the final layout :: 0.732
- Final hold violation count :: 0
- The transition time recorded at the tightest slew-check pin is 0.872 ns.
- Setup repair after global routing left no endpoint under its margin.
- For the final routed database, the setup TNS stands at 0 ns.
- The final timing report lists a max-slew violation count of 0.
- Subtracting the final worst setup slack from the clock period gives 7.02 ns.
- Final setup violation count :: 0
- Static timing analysis puts the maximum clock frequency at 0.142 GHz.
- Remaining max-slew budget at the tightest pin :: 0.418
- Clock Skews :: 0.00616 ns

** Worst setup path
- The worst register-to-register path depth is 11.
- CP Capture Type :: output pin
- The critical path is of the in -> out type.
- In this run the worst path has a maximum fanout of 8.
- Worst Path Required :: 7.68 ns
- The worst setup path is launched from an input port.
- Endpoint arrival time on the critical path :: 5.10 ns

** Final layout
- The sequential cells in the finished layout cover a total of 1160 um^2.
- Growth of design area from synthesis to finish :: 15.9%
- Number of fill cells in the layout :: 1,640
- After routing the design area is 7920 um^2.
- Per the layout area report, the combinational gate area comes to 5190 um^2.
- Share of cells above drive strength 1 :: 0.0420
- Once layout is complete, the cells apart from fillers number 1,196.

** Route
- After detailed routing, the met2 layer carries 8310 um of wire.
- DRC violations left :: 0
- Wires add up to 19,300 um.
- The repair_antennas step left the layout with diodes totalling 0.
- Via count :: 6,692
- The post-route report lists met1 wire length as 9950 um.
- Dividing the detail-routed wire length by the instance count gives 16.1 um.
- Met3 routed WL :: 682 um
- Routed vias/inst :: 5.60
- Final antenna-violating net count :: 0
- The first TritonRoute pass finished after 5 iterations.
- DR top layer :: met4
- The first routing iteration left 346 violations.

** CTS
- Counting along the longest clock path gives a buffer depth of 2.
- Counting the buffers created by CTS gives 9.
- Cts hold-fix bufs :: 0
- Clock tree root driver cell :: clkbuf_16
- The clock H-tree reported by CTS has 3 levels.
- The clock tree has to reach 58 sinks.
- Post-CTS repair ended up resizing 0 cells.
- TritonCTS clock tree :: done
- After clock tree synthesis, the setup repair step added 0 buffers.
- The registers of the reported paths see a clock transition of 0.05 ns.
- Clk latency of the worst-skew pair :: 0.34 ns

** Placement
- The detailed placer reported the number of placed instances as 1,180.
- Hpwl dp :: 14,600 um
- Number of I/O port buffers :: 64
- Last weighted congestion value of the routability-driven placer :: 0.953
- Cell area after placement :: 7590 um^2

** GRT
- First-pass GRT wire length :: 32,600 um
- Grt total ovfl :: 0
- Overall routing resource usage recorded by global route was 0.230.
- Initial antenna violation count :: 0
- Vias in the first global route :: 6,314
- Entering global routing, the biggest net connects 64 pins.

** Synthesis
- After synthesis, the share of flip-flops with an asynchronous set or reset is 0.
- Number of synthesis warnings :: 1
- The synthesized netlist handed to floorplanning was reported with a cell count of 937.
- Post-Synthesis Mean Instance Area :: 7.29 um^2
- Area figure in the yosys stat output :: 6830 um^2
- The synthesized design contains 58 register bits.
- Yosys mapped a number of flops with a built-in enable equal to 0.
- Cell area after technology mapping :: 6830 um^2
- Looking at the cell usage after synthesis, the top flip-flop cell is dfxtp_1.
- For this design, Yosys synthesis ends with a cell count of 937.
- In the Yosys stats the netlist draws on 76 distinct library cells.
- Post-synthesis sequential area ratio :: 0.170

** Die
- Starting utilization of the core area :: 0.410
- After floorplanning, the core was sized to cover 16,600 um^2.
- Pin placement for this block handled 65 I/O pins.
- Per the OpenROAD floorplan log, the width of the die is 133 um.
- Total number of placement rows :: 47
- The vertical die dimension reported for this design is 133 um.
- Chip area :: 17,600 um^2

** Power
- Looking at the VDD voltage map, the peak drop is 0.0795 mV.
- Cell internal pwr :: 528 uW
- Fraction of power spent switching nets :: 0.265
- In this run the static leakage power is 3.31 nW.
- For this design the ratio of total power to cell area is 90.8 nW/um^2.
- The share of total power dissipated in the clock network is 0.504.
- Switching component of the power :: 190 uW
- The share of total power dissipated in sequential elements is 0.341.
- The share of total power dissipated in combinational logic is 0.154.

** Hold path
- Classification of the worst-slack hold path :: reg -> reg
- Along the worst hold path, the cell count comes to 2.

** Run
- Warning total across the stage logs :: 58
- The tool flagged a number of max-cap violations equal to 0.

** Run status
- Result of the run :: finished clean
-- routing by layer --
metal | up-vias | global-route usage
met5 | - | 0
met4 | 0 | 0.0338
met3 | 20 | 0.0262
met2 | 142 | 0.345
met1 | 3071 | 0.364
li1 | 3459 | -
-- metrics by stage --
stage                     hold WS (ns)   util  power (mW)  worst slack, ns
final                            0.472  0.476       0.718             2.58
after global routing             0.512  0.476       0.746             2.32
after CTS                        0.476  0.476       0.726             2.59
after detailed placement         0.468  0.456       0.361             2.59
after global placement           0.467  0.456       0.361             2.63
after floorplan                  0.452      -       0.316             3.82
-- synth_stat cells, types with 9 or more instances --
| cell | count | area, um^2 |
|---|---|---|
| nor2_1 | 111 | 417 |
| and2_1 | 25 | 156 |
| dfxtp_1 | 58 | 1160 |
| o21ai_0 | 50 | 250 |
| o211ai_1 | 9 | 67.6 |
| a21o_1 | 15 | 113 |
| ha_1 | 82 | 1030 |
| nand3_1 | 23 | 115 |
| nor3_1 | 12 | 60.1 |
| xnor2_1 | 43 | 377 |
| nand2b_1 | 13 | 81.3 |
| o21bai_1 | 12 | 90.1 |
| a211oi_1 | 28 | 210 |
| inv_1 | 74 | 278 |
| o21a_1 | 12 | 90.1 |
| a21oi_1 | 87 | 435 |
| a22oi_1 | 17 | 128 |
| nand2_1 | 59 | 221 |
| and3_1 | 13 | 81.3 |
| o31ai_1 | 10 | 75.1 |
| clkbuf_1 | 31 | 116 |
-- path summary, 6_finish.rpt --
check                             endpoint                     start  slack, ns
hold / removal     balance[9]$_SDFFE_PN0P_   balance[9]$_SDFFE_PN0P_       0.47
hold reg to reg    balance[9]$_SDFFE_PN0P_   balance[9]$_SDFFE_PN0P_       0.47
setup reg to reg  balance[17]$_SDFFE_PN0P_  balance[17]$_SDFFE_PN0P_       6.14
setup / recovery      FONDOS_INSUFICIENTES                 MONTO[15]       2.58
-- worst max-delay path, stage by stage --
cell and delay, ns:
clkdlybuf4s50_1 0.48, inv_1 0.05, ha_1 0.41, a21oi_1 0.24, nand2_1 0.13, o21ai_0 0.35, nor2_1 0.10, a211o_1 0.32
a21o_1 0.16, a21oi_1 0.29, and3_1 0.20, clkdlybuf4s50_1 0.47
-- cell families (layout without fill, tap and decap cells) --
| group | count (synthesis) | after routing | share of synthesized area |
|---|---|---|---|
| AOI/OAI and AO/OA | 314 | 314 | 0.312 |
| DFF | 58 | 58 | 0.170 |
| buffers and inverters | 121 | 160 | 0.0709 |
| muxes | 4 | 4 | 0.00586 |
| and+or+nand+nor | 306 | 306 | 0.220 |
| adders and majority gates | 85 | 85 | 0.159 |
| xor gates and xnor gates | 49 | 49 | 0.0628 |
-- layout make-up --
type                            instances  area share
Inverter                               74      0.0351
Clock buffer                           12      0.0311
Multi-Input combinational cell        758       0.656
Sequential cell                        58       0.147
Timing Repair Buffer                   70      0.0866
Clock inverter                          4     0.00948
Tap cell                              220      0.0348
-- flip-flops by register name, summed over array words and instances (netlist names) --
name         cells
pinCOMPLETO     16
incorrecto       2
state            4
n_dig            4
balance         32
-- power groups by stage --
stage	Sequential, mW	Clock [mW]	Combinational [mW]
global route	0.246	0.378	0.123
finish	0.245	0.362	0.111
CTS	0.245	0.370	0.111
-- layout by cell type (no fill, tap or decap), types with 8 or more instances in the layout --
cell / instances
o21ai_0: 50
o21bai_1: 12
nand4_1: 8
nand2_1: 59
o211ai_1: 9
nand2b_1: 13
dfxtp_1: 57
a211oi_1: 28
and3_1: 13
clkdlybuf4s50_1: 64
a21oi_1: 87
inv_1: 74
xnor2_1: 43
nor3_1: 12
nor2_1: 110
o21a_1: 12
a21o_1: 15
and2_1: 25
clkbuf_16: 9
nand3_1: 23
ha_1: 82
o31ai_1: 10
a22oi_1: 17
No activity file was given, so power comes from the tool's default toggle rates.
